--- design/flow/constraint.sdc ---
current_design VGADriver

set clk_period 2.8
set clk_io_pct 0.2

create_clock -name clk0 -period $clk_period [get_ports {clk_25m}]

set non_clock_inputs [all_inputs -no_clocks]
set_input_delay [expr $clk_period * $clk_io_pct] -clock clk0 $non_clock_inputs
set_output_delay [expr $clk_period * $clk_io_pct] -clock clk0 [all_outputs]
--- design/flow/config.mk ---
export PLATFORM = sky130hd
export DESIGN_NAME = VGADriver
export DESIGN_NICKNAME = VGADriver
export VERILOG_FILES = /design/flow/design.v
export SDC_FILE = /design/flow/constraint.sdc
export NUM_CORES = 4
export LEC_CHECK = 1
export CORE_UTILIZATION = 30
--- design/flow/run.sh ---
#!/bin/bash
# OpenROAD 26Q1-2900-gdf79404cd8, Yosys 0.63+post, stock flow scripts
make -C /OpenROAD-flow-scripts/flow DESIGN_CONFIG=/design/flow/config.mk WORK_HOME=/design/flow/orfs finish
--- design/flow/design.v ---
module VGADriver(
			input clk_25m,	 
			input rst_n,	 
			input pixel_r, pixel_g, pixel_b,
			output[11: 0] row, colum, 
			output vga_r,	 
			output vga_g,	 
			output vga_b,	 
			output reg vga_hsy,	 
			output reg vga_vsy	 
		);
wire clk;
assign clk = clk_25m;
parameter VGA_HTT = 12'd800-12'd1;	 
parameter VGA_HST = 12'd96;		 
parameter VGA_HBP = 12'd48; 
parameter VGA_HVT = 12'd640;	 
parameter VGA_HFP = 12'd16;		 
parameter VGA_VTT = 12'd525-12'd1;	 
parameter VGA_VST = 12'd2;		 
parameter VGA_VBP = 12'd33; 
parameter VGA_VVT = 12'd480;	 
parameter VGA_VFP = 12'd10;		 
parameter VGA_CORBER = 12'd80;	 
reg[11:0] xcnt;
reg[11:0] ycnt;
always @(posedge clk or negedge rst_n)
	if(!rst_n) xcnt <= 12'd0;
	else if(xcnt >= VGA_HTT) xcnt <= 12'd0;
	else xcnt <= xcnt+1'b1;
always @(posedge clk or negedge rst_n)
	if(!rst_n) ycnt <= 12'd0;
	else if(xcnt == VGA_HTT) begin
		if(ycnt >= VGA_VTT) ycnt <= 12'd0;
		else ycnt <= ycnt+1'b1;
	end
	else ;
always @(posedge clk or negedge rst_n)
	if(!rst_n) vga_hsy <= 1'b0;
	else if(xcnt < VGA_HST) vga_hsy <= 1'b1;
	else vga_hsy <= 1'b0;
always @(posedge clk or negedge rst_n)
	if(!rst_n) vga_vsy <= 1'b0;
	else if(ycnt < VGA_VST) vga_vsy <= 1'b1;
	else vga_vsy <= 1'b0;	
reg vga_valid;	 
reg[11: 0] row_r, colum_r;
assign row = row_r;
assign colum = colum_r;
always @(posedge clk or negedge rst_n)
	if(!rst_n) vga_valid <= 1'b0;
	else 
		if((xcnt >= (VGA_HST+VGA_HBP)) && (xcnt < (VGA_HST+VGA_HBP+VGA_HVT))
				&& (ycnt >= (VGA_VST+VGA_VBP)) && (ycnt < (VGA_VST+VGA_VBP+VGA_VVT))) begin
		 vga_valid <= 1'b1;
		 colum_r = (xcnt - (VGA_HST+VGA_HBP));
		 row_r = (ycnt - (VGA_VST+VGA_VBP));
		 if (row_r < 400) vga_valid <= 1'b1;
		 else vga_valid <= 1'b0;
		 end
	else vga_valid <= 1'b0;
assign vga_r = vga_valid ? pixel_r:1'b0;
assign vga_g = vga_valid ? pixel_g:1'b0;	
assign vga_b = vga_valid ? pixel_b:1'b0;	
endmodule
==> run summary <==
The flow run is done. Maximum resistive drop on vdd landed at 0.000165 V. Post-synthesis cell type count landed at 42. In this run the vertical extent of the chip is 92.6 µm. Detailed-route DRC error count landed at 0. The worst setup path is of the register to register kind.

Yosys reports a chip area of 2460 µm². The final layout contains routed wiring with a total length of 4710 µm. Per the timing report, the most critical flop-to-flop path finishes at row_r[5]$_DFFE_PP_. The min-delay analysis places its worst path in the category register to register. Summed over all instances, the cell type with the most area after synthesis is sky130_fd_sc_hd__edfxtp_1.

Post-synth the commonest register cell is sky130_fd_sc_hd__dfrtp_1. Endpoints with negative setup slack in the final report add up to 0. The clock reaches the later pin of the worst-skew pair after 0.30 ns. Area added between synthesis and finish landed at 21.2%.

The floorplan step records an initial core utilization of 31.4%. TritonRoute output was used to compute an average wire per cell of 13.0 µm. Cts-stage hold buffer count landed at 0. Looking at the post-CTS report, the setup buffer insertion count equals 0. Total leakage power landed at 1.18 nW. Aggregate global routing overflow landed at 0. Via count of the first global-routing pass landed at 1600. Final setup skew landed at 0.00516 ns. For this run, the script counts the antenna cells in the layout as 0.

Setup repair after global routing left no endpoint under its margin. Total of max-cap violations landed at 0. Entering global routing, the biggest net connects 28 pins. Ranked by total cell area, the synthesized netlist is headed by sky130_fd_sc_hd__edfxtp_1 (29%), sky130_fd_sc_hd__dfrtp_1 (27%), sky130_fd_sc_hd__xor2_1 (4.6%), sky130_fd_sc_hd__nor2_1 (4.1%), sky130_fd_sc_hd__ha_1 (3.6%). Per the placement log, port buffering inserted 33 buffers. Post-CTS repair changed the size of 0 cells. The post-route report lists met1 wire length as 2440 µm. TritonCTS built the clock tree. Adding up every negative setup slack in the final design gives 0 ns. Overall power landed at 1.22 mW.

Once iteration 0 of detailed routing completed, the report listed 102 DRC markers. Yosys reports that the most numerous cell types are sky130_fd_sc_hd__dfrtp_1 (27), sky130_fd_sc_hd__nor2_1 (27), sky130_fd_sc_hd__edfxtp_1 (24). Final period utilization landed at 85.1%. Number of clock sinks seen by CTS landed at 51.

Power per unit of standard cell area landed at 409 nW/µm². Number of warnings printed during yosys synthesis landed at 1. Sequential cells were found to cover 56.7% of the synthesized design area. After detailed routing, the number of vias per cell comes to 4.78. STA puts the critical path data arrival time at 2.39 ns. Max fanout on the critical path was recorded as 14. The count of nets left with antenna violations once routing finished came out at 0. Per the OpenROAD floorplan log, the area of the core is 7850 µm².

During I/O placement, the number of pins put on the boundary was 34. Maximum buffer depth of the clock tree landed at 2. Number of flops mapped to enable cells by yosys landed at 24. Routability congestion estimate from global placement landed at 0.867. Initial antenna violation count landed at 0. Required time of the critical path landed at 2.80 ns. STA classifies the critical path endpoint as a register.

For reference, the final report shows the max-slew violation count at 0. In this run the clock root is driven by a sky130_fd_sc_hd__clkbuf_8. The worst-case reg-to-reg setup slack stands at 0.42 ns. The logs give a warning total of 30. Signal nets in the final route climb as high as met4. Fraction of synthesized cell area taken by the top area cell type landed at 29.3%. Wire length on met2 landed at 1990 µm.

Timing would allow up to 420 MHz. Summed over all nets, the half-perimeter wirelength after detailed placement is 3330 µm. Cell depth of the worst min-delay path landed at 0. STA shows the worst reg2reg path with a cell count of 7.

Final tally of hold violations landed at 0. Global routing used 12.1% of the available tracks. Via count landed at 1732. In the hold report, the worst path ends at colum_r[1]$_DFFE_PP_. STA lists the startpoint of the worst register-to-register path as ycnt[0]$_DFFE_PN0P_. X dimension of the die landed at 92.6 µm. Number of instances in the synthesized netlist landed at 227. Subtracting the final worst setup slack from the clock period gives 2.38 ns. Die area landed at 8570 µm². After synthesis the cells add up to 2460 µm².

The layout summary lists the proportion of cells stronger than drive strength 1 as 5.38%. Clock input transition at the sequential cells of the worst setup and hold paths landed at 0.09 ns. The synthesized netlist was found by Yosys to have 227 cells. Average size of a mapped cell landed at 10.8 µm². Per the detail_route log, met3 wirelength is 197 µm.

Number of filler cells placed in the layout landed at 767. Per the hold report, the tightest min-delay path originates at xcnt[1]$_DFF_PN0_. The first global-routing pass estimated 7960 µm of wire. The report lists the number of standard-cell rows as 32. The critical path starts at ycnt[0]$_DFFE_PN0P_. Number of synthesized register bits landed at 51. Fraction of registers with async set or reset after synthesis landed at 52.9%. The run finished with clean final reports. Number of search-and-repair iterations in the first detailed-routing pass landed at 4. STA classifies the critical path startpoint as a register. Looking at the clock tree report, the H-tree level count equals 2. Number of buffers inserted during clock tree synthesis landed at 5.
==> power breakdown <==
group / internal (mW) / switching [mW] / total (mW) / leakage [nW]
clock network: 0.175 / 0.231 / 0.406 / 0.0412
registers: 0.783 / 0.00406 / 0.787 / 0.579
logic: 0.0114 / 0.0166 / 0.0280 / 0.559
==> metrics by stage <==
stage               utilization, %  hold WS (ns)  cells  area [µm²]  setup WS [ns]
floorplan                        -         0.264    228        2470         0.0722
global placement              37.0         0.526    354        2900          0.459
detailed placement            37.0         0.525    354        2900          0.409
CTS                           38.0         0.546    362        2990          0.392
global route                  38.0         0.564    362        2990          0.264
finish                        38.0         0.540    362        2990          0.418
==> sequential cells by signal (all words and copies together) (netlist names) <==
register,cells
xcnt,12
colum_r,12
row_r,12
vga_vsy,1
vga_valid,1
ycnt,12
vga_hsy,1
==> cell usage in the layout, fill, tap and decap left out, drive strengths merged, types with 2 or more instances in the layout <==
cell           count
and3               3
o31ai              5
clkbuf             6
nand4              3
nor2              27
nand4b             2
a41oi              2
a21oi              4
or4                5
and2               7
inv               11
nand2b             3
o2bb2ai            2
conb               2
xnor2              7
xor2              13
edfxtp            24
a31oi              3
nor3               3
nand3              9
ha                 7
and4               3
o21ai              5
clkdlybuf4s50     33
nand2             21
a2bb2oi            2
o31a               2
dfrtp             27
nor4               4
buf                4
==> layer usage <==
metal	vias to the layer above	global-route usage (%)
met5	-	0
met1	830	20.6
met4	0	1.56
li1	862	-
met3	5	2.01
met2	35	17.4
==> kinds of logic (layout without fill, tap and decap cells) <==
family	Yosys count	count (layout)	synth area share, %
XOR/XNOR	20	20	7.11
other	1	2	0.152
AND-OR/OR-AND	31	31	8.94
flip-flops	51	51	56.7
adder cells (fa/ha/maj)	7	7	3.56
buffers and inverters	24	56	3.96
AND/OR/NAND/NOR	93	93	19.6
==> how the worst max path moves through the flow <==
stage / end / cells after the start
CTS: colum_r[0]$_DFFE_PP_ / 7
global route: colum_r[0]$_DFFE_PP_ / 7
finish: row_r[5]$_DFFE_PP_ / 7
==> final cells by class <==
class / instances / area [µm²] / share of cell area (%)
repair buffers: 37 / 360 / 12.1
clock buffers: 6 / 72.6 / 2.43
inverters: 11 / 41.3 / 1.38
multi-input cells: 153 / 975 / 32.6
flip-flops and latches: 51 / 1400 / 46.8
well taps: 102 / 128 / 4.27
clock inverters: 2 / 12.5 / 0.419
==> worst max-delay path, stage by stage, from the launching register on <==
cell                       delay [ns]
sky130_fd_sc_hd__dfrtp_1         0.43
sky130_fd_sc_hd__ha_1            0.33
sky130_fd_sc_hd__or4_1           0.52
sky130_fd_sc_hd__o21a_1          0.22
sky130_fd_sc_hd__nor2_1          0.08
sky130_fd_sc_hd__nand4b_1        0.14
sky130_fd_sc_hd__nor2_2          0.13
sky130_fd_sc_hd__buf_4           0.23
Power and IR drop assume default switching activity.
